[design/flow/constraint.sdc]
current_design hw_7

set clk_period 5.3
set clk_io_pct 0.2

create_clock -name clk0 -period $clk_period [get_ports {clk}]

set non_clock_inputs [all_inputs -no_clocks]
set_input_delay [expr $clk_period * $clk_io_pct] -clock clk0 $non_clock_inputs
set_output_delay [expr $clk_period * $clk_io_pct] -clock clk0 [all_outputs]
[design/flow/run.sh]
#!/bin/bash
# OpenROAD 26Q1-2900-gdf79404cd8, Yosys 0.63+post, stock flow scripts
make -C /OpenROAD-flow-scripts/flow DESIGN_CONFIG=/design/flow/config.mk WORK_HOME=/design/flow/orfs finish
[design/flow/design.v]
module clk_divider( inclk, outclk_10hz, outclk_40hz, outclk_50hz, outclk_10khz );
	input inclk;
	output reg outclk_10hz, outclk_40hz, outclk_50hz, outclk_10khz;
	reg[22:0] clkdiv_10hz = 0;
	reg[20:0] clkdiv_40hz = 0;
	reg[19:0] clkdiv_50hz = 0;
	reg[15:0] clkdiv_10khz = 0;
	initial begin
		outclk_10hz = 0;
		outclk_40hz = 0;
		outclk_50hz = 0;
		outclk_10khz = 0;
	end
	always @(posedge inclk ) begin
		if( clkdiv_10hz == 23'd4999999 ) begin
				clkdiv_10hz <= 23'd0;
				outclk_10hz <= ~outclk_10hz;
		end
		else begin
				clkdiv_10hz <= clkdiv_10hz + 1;
		end
		if( clkdiv_40hz == 21'd1249999 ) begin
				clkdiv_40hz <= 21'd0;
				outclk_40hz <= ~outclk_40hz;
		end
		else begin
				clkdiv_40hz <= clkdiv_40hz + 1;
		end
		if( clkdiv_50hz == 20'd999999 ) begin
				clkdiv_50hz <= 20'd0;
				outclk_50hz <= ~outclk_50hz;
		end
		else begin
				clkdiv_50hz <= clkdiv_50hz + 1;
		end
		if( clkdiv_10khz == 16'd4999 ) begin
				clkdiv_10khz <= 16'd0;
				outclk_10khz <= ~outclk_10khz;
		end
		else begin
				clkdiv_10khz <= clkdiv_10khz + 1;
		end
	end
endmodule
module decoder_7seg(in1,out);
	input [3:0] in1;
	output reg [7:0] out;
	always @ (in1) begin
		case (in1)
			 4'b0000 : out=8'b11000000;  
			 4'b0001 : out=8'b11111001;  
			 4'b0010 : out=8'b10100100;  
			 4'b0011 : out=8'b10110000;  
			 4'b0100 : out=8'b10011001;  
			 4'b0101 : out=8'b10010010;  
			 4'b0110 : out=8'b10000010;  
			 4'b0111 : out=8'b11111000;  
			 4'b1000 : out=8'b10000000;  
			 4'b1001 : out=8'b10010000;  
			 4'b1010 : out=8'b10001000;  
			 4'b1011 : out=8'b10000011;  
			 4'b1100 : out=8'b11000110;  
			 4'b1101 : out=8'b10100001;  
			 4'b1110 : out=8'b10000110;  
			 4'b1111 : out=8'b10001110;  
		 endcase
	end
endmodule
module hw_7( clk, sw, reset, sev_seg1, sev_seg2, clkswitch );
	input clk;
	input reset;
	input[1:0] clkswitch;
	input[15:0] sw;
	output reg[7:0] sev_seg1, sev_seg2;
	reg[1:0] seg_enable;
	localparam LEFT = 1'b0, RIGHT = 1'b1;
	reg state = LEFT;
	reg active_clk = 0;
	wire clk_10hz, clk_40hz, clk_50hz, clk_10khz;
	clk_divider clk_div_1khz( clk, clk_10hz, clk_40hz, clk_50hz, clk_10khz );
	wire[7:0] seg1, seg2;
	decoder_7seg disp1( sw[3:0], seg1 );
	decoder_7seg disp2( sw[7:4], seg2 );
	always @( posedge clk ) begin
		if( clkswitch == 2'b00 ) begin
			active_clk <= clk_10hz;
		end
		else if ( clkswitch == 2'b01 ) begin
			active_clk <= clk_40hz;
		end
		else if( clkswitch == 2'b10 ) begin
			active_clk <= clk_50hz;
		end
		else begin
			active_clk <= clk_10khz;
		end
	end
	always @( posedge active_clk ) begin
		if ( reset == 0 ) begin
		  sev_seg1 <= 8'b111111111;
		  sev_seg2 <= 8'b111111111;
		  seg_enable <= 2'b11;
		  state <= LEFT;
		end
		else begin
			case(state)
				LEFT:
					begin
						seg_enable <= 2'b10;
						state <= RIGHT;
					end
				RIGHT:
					begin
						seg_enable <= 4'b01;
						state <= LEFT;
					end
			endcase
			sev_seg1 <= {8{seg_enable[0]}}|seg1;
			sev_seg2 <= {8{seg_enable[1]}}|seg2;
		end  
	end
endmodule
[design/flow/config.mk]
export PLATFORM = sky130hd
export DESIGN_NAME = hw_7
export DESIGN_NICKNAME = hw_7
export VERILOG_FILES = /design/flow/design.v
export SDC_FILE = /design/flow/constraint.sdc
export NUM_CORES = 4
export LEC_CHECK = 1
export CORE_UTILIZATION = 30
==> impl_metrics.yaml <==
# generated from flow reports
sta:
  rsz0062_at_grt: "false"
  untimed_endpoints: 31
  setup-violations-final: 0
  maxSlewViolCount: 0
  fin_skew_ps: 3.40
  hold_viol_final: 0
  finalWorstSetupSlack_ps: 3040
  maxSlewHeadroom_pct: 46.5
  finalClockPeriodUsage_pct: 42.6
  unclocked_regs: 17
  clock.fmax_mhz: 443
  layout_min_cycle_time_ps: 2260
  holdWs_ps: 458
  tightest_slew_ps: 796
  finalSetupTns_ps: 0
clock_network:
  cts_hold_buffers: 0
  cts_made_buffers: 9
  cts_resized: 0
  postCtsSetupBuffers: 0
  clk_pin_slew_ps: 60
  clk_latency_ps: 330
  cts_tree: "built"
  cts_htree_levels: 3
  cts_root_buf: "clkbuf_16"
  clock_path_buffers: 2
critical_path:
  crit_slowest_cell: "nor4b_2"
  worstSetupPathDepth: 5
  path_class: "reg -> reg"
  required_ps: 5340
  critPathLaunchType: "register"
  critPathTopFamily: "simple AND/OR/NAND/NOR gates"
  endpoint_kind: "register"
  r2r_start: "clk_div_1khz.clkdiv_10hz[0]"
  critPathArrivalTime_ps: 2300
  r2r_slack_ps: 3040
  r2r_cells: 5
  slowest_delay_ps: 630
  path_cells: "ha_1 -> and3_1 -> nand4_1 -> nor4b_2 -> buf_4"
  path_max_fanout: 7
  cp.buffers_inverters: 1
  reg2reg_to: "clk_div_1khz.outclk_10hz"
placement:
  io_buffers: 25
  place_area_um2: 4970
  hpwl_mm: 5.23
  placed_cells: 669
  place_worst_setup_slack_ps: 3050
  place.gp.congestion: 0.831
job:
  maxCapViolCount: 0
  log.warning_count: 45
final_layout:
  flop_area_um2: 2080
  finalInstanceArea_um2: 5270
  drive_above_1_share_pct: 6.79
  finalNonFillerCells: 685
  fillCellCount: 1417
  final_util_pct: 36.0
  syn2layout_area_growth_pct: 16.4
  logic_area_um2: 2310
floorplan:
  die_w_um: 125
  chip_area_um2: 15600
  initial_core_util_pct: 30.9
  core-area_um2: 14600
  die_h_um: 125
  ios: 36
  rows: 44
route:
  vias: 3244
  dr.pass1.iters: 20
  via_per_inst: 4.74
  wirelength_mm: 7.41
  num_antenna_cells: 0
  drc: 0
  wl_per_cell_um: 10.8
  dr.first_iter.drc_count: 130
  ant_nets: 0
logic_synthesis:
  avgSynthCellArea_um2: 9.63
  yosysCellCount: 470
  numSynthFlops: 102
  synth_seq_share_pct: 46.0
  syn_inst: 470
  edf_count: 4
  synth_area_um2: 4530
  ys_area_um2: 4530
  flop_cell: "dfxtp_1"
  async_flop_share_pct: 0
  ys_types: 48
  yosys_warnings: 5
worst_hold_path:
  hold_end: "clk_div_1khz.clkdiv_40hz[0]"
  worstHoldPathCells: 1
  min_from: "clk_div_1khz.clkdiv_40hz[0]"
  hp-class: "reg -> reg"
pwr:
  p_comb_share_pct: 3.0
  clkPwrFrac_pct: 47.3
  p_int_mw: 1.04
  power.density_nw_per_um2: 246
  seq_power_share_pct: 49.7
  power_switching_mw: 0.256
  switching_share_pct: 19.8
  p_total_mw: 1.29
  vdd_drop_max_mv: 0.195
  leakage_nw: 1.86
global_route:
  overflow: 0
  grt_max_degree: 18
  grt_pass1_vias: 3013
  antenna_found_initial: 0
  grt_pass1_wl_mm: 13.0
  track_usage_pct: 9.95
run_status:
  outcome: "complete, no violations"
power by group through the flow:
stage | clock, mW | sequential (mW) | combinational, mW
global route | 0.654 | 0.643 | 0.0443
finish | 0.612 | 0.643 | 0.0387
CTS | 0.627 | 0.643 | 0.0391
synthesized netlist by cell type, drive strengths merged, types with 5 or more instances:
| cell type | number | share of area [%] |
|---|---|---|
| a21oi | 5 | 0.64 |
| and2 | 8 | 1.1 |
| and3 | 11 | 1.5 |
| and4 | 9 | 1.7 |
| buf | 5 | 0.66 |
| clkbuf | 9 | 0.77 |
| dfxtp | 98 | 43 |
| ha | 18 | 5.0 |
| inv | 20 | 1.7 |
| mux2i | 6 | 1.3 |
| nand2 | 32 | 2.7 |
| nand3 | 30 | 3.3 |
| nand4 | 22 | 3.5 |
| nor2 | 43 | 3.6 |
| nor2b | 12 | 1.7 |
| nor3 | 11 | 1.2 |
| nor4 | 13 | 1.8 |
| nor4b | 5 | 1.2 |
| o21ai | 9 | 1.0 |
| xnor2 | 45 | 8.7 |
| xor2 | 16 | 3.1 |
worst max-delay path by stage:
stage | from | to | slack [ps]
CTS | clk_div_1khz.clkdiv_10hz[0] | clk_div_1khz.outclk_10hz | 3030
global route | clk_div_1khz.clkdiv_10hz[0] | clk_div_1khz.outclk_10hz | 2850
finish | clk_div_1khz.clkdiv_10hz[0] | clk_div_1khz.outclk_10hz | 3040
layout by cell type (no fill, tap or decap), types with 2 or more instances in the layout:
cell type / count
o311ai_0: 4
and2_1: 8
clkdlybuf4s50_1: 25
and3_1: 11
clkbuf_1: 2
mux2i_1: 6
nor2_1: 43
a21oi_1: 4
a41oi_1: 2
mux4_2: 2
nand3_1: 30
o221ai_1: 2
edfxtp_1: 4
nand2b_1: 3
conb_1: 2
nor4b_1: 2
nor4bb_1: 4
nor2b_1: 12
ha_1: 18
o211ai_1: 4
nor3b_1: 2
a31o_2: 2
dfxtp_1: 98
xor2_1: 16
inv_1: 20
nand3b_1: 2
nor4b_2: 3
clkbuf_16: 9
nand4_1: 20
nor3_1: 11
buf_4: 3
nand2_1: 32
or4_4: 2
clkinv_2: 2
and4_1: 9
o31ai_1: 2
nor4_1: 13
xnor2_1: 45
o21ai_0: 9
metal layers:
metal / track usage (%) / part of all wire (%)
met4: 1.58 / 1.6
met5: 0 / 0
met1: 14.3 / 51
met2: 16.4 / 44
met3: 1.53 / 3.7
registers in the layout, indices dropped and copies added, names as in the netlist:
| register | cells |
|---|---|
| clk_div_1khz.outclk_50hz | 1 |
| sev_seg1 | 7 |
| clk_div_1khz.clkdiv_10hz | 23 |
| clk_div_1khz.clkdiv_10khz | 16 |
| clk_div_1khz.clkdiv_40hz | 21 |
| clk_div_1khz.outclk_10khz | 1 |
| clk_div_1khz.outclk_40hz | 1 |
| clk_div_1khz.clkdiv_50hz | 20 |
| clk_div_1khz.outclk_10hz | 1 |
| active_clk | 1 |
| seg_enable | 2 |
| state | 1 |
| sev_seg2 | 7 |
layout make-up:
class | instances | share of cell area, %
timing repair buffer | 28 | 5.18
clock buffer | 12 | 4.68
tap | 184 | 4.37
clock inverter | 4 | 0.903
multi-input combinational | 335 | 43.9
sequential | 102 | 39.5
inverter | 20 | 1.43
cell families (layout without fill, tap and decap cells):
logic type               after synthesis  in the layout  synth area share [%]
AND/OR/NAND/NOR                      214            214                  26.8
flip-flops                           102            102                  46.0
XOR/XNOR                              61             61                  11.8
buffers and inverters                 34             64                  3.10
AND-OR/OR-AND                         32             32                  4.95
multiplexers                           8              8                  2.32
other                                  1              2                0.0829
adder cells (fa/ha/maj)               18             18                  4.98
Power figures rest on the tool's default switching activity, not on a simulated workload.
