==> flow/design.v <==
module binarytoBCD(binary,tens,ones);
	input [5:0] binary;
	output reg [3:0] tens, ones;
	reg [5:0] bcd_data=0;
	always @ (binary)
		begin
			bcd_data = binary;
			tens = bcd_data / 10;
			ones = bcd_data % 10;
		end
endmodule
module hw_4( state_sw, seg1, seg2, test_sw );
	input state_sw;
	output[7:0] seg1;
	output[7:0] seg2;
	input[5:0] test_sw;
	wire[3:0] tens;
	wire[3:0] ones;
	binarytoBCD converter(test_sw, tens, ones);
	sev_seg_decoder disp1(tens & {4{ state_sw }}, seg1);
	sev_seg_decoder disp2(ones & {4{ state_sw }}, seg2);
endmodule
module sev_seg_decoder( in, out );
	input[3:0] in;
	output reg[7:0] out;
	always@( in )
		begin
			case (in)
				 4'b0000 : out=7'b0111111;  
				 4'b0001 : out=7'b0000110;  
				 4'b0010 : out=7'b1011011;  
				 4'b0011 : out=7'b1001111;  
				 4'b0100 : out=7'b1100110;  
				 4'b0101 : out=7'b1101101;  
				 4'b0110 : out=7'b1111101;  
				 4'b0111 : out=7'b0000111;  
				 4'b1000 : out=7'b1111111;  
				 4'b1001 : out=7'b1101111;  
				 default : out=7'b1110001;  
		 endcase
		end
endmodule
==> flow/run.sh <==
#!/bin/bash
# OpenROAD 26Q1-2900-gdf79404cd8, Yosys 0.63+post, stock flow scripts
make -C /OpenROAD-flow-scripts/flow DESIGN_CONFIG=/design/flow/config.mk WORK_HOME=/design/flow/orfs finish
==> flow/config.mk <==
export PLATFORM = sky130hd
export DESIGN_NAME = hw_4
export DESIGN_NICKNAME = hw_4
export VERILOG_FILES = /design/flow/design.v
export SDC_FILE = /design/flow/constraint.sdc
export NUM_CORES = 4
export LEC_CHECK = 1
export CORE_AREA = 10 10 70 70
export DIE_AREA = 0 0 80 80
==> flow/constraint.sdc <==
current_design hw_4

set clk_period 5.1
set clk_io_pct 0.2

create_clock -name clk0 -period $clk_period

set non_clock_inputs [all_inputs -no_clocks]
set_input_delay [expr $clk_period * $clk_io_pct] -clock clk0 $non_clock_inputs
set_output_delay [expr $clk_period * $clk_io_pct] -clock clk0 [all_outputs]
==> run summary <==
Flow results are below.

- The core outline area is between 3000 and 4000 µm², for reference.
- Per STA, the worst path accumulates the most delay in the family AND-OR/OR-AND gates.
- Dividing total power by cell area gives a power density of 120 nW/µm².
- The maximum fanout count along the critical path is 7, for reference.
- The max-slew violation count is 0, for reference.
- Walking the worst path, the cells encountered are dlygate4sd2_1, or2_1, ha_1, and2b_4, a32oi_2, o221ai_2, inv_2, ha_4, o21ai_2, a32o_2, o32a_1, clkdlybuf4s50_1.
- The routed wire length per instance is 10.8 µm, for reference.
- STA classifies the critical path endpoint as a primary output.
- The most instantiated library cell after synthesis is sky130_fd_sc_hd__ha_1, for reference.
- Summed over all nets, the switching power comes to 0.0623 mW.
- The tally of max-capacitance violations is 0, for reference.
- The fraction of synthesized cell area taken by the top area cell type is 0.214, for reference.
- The combinational group share of total power is 1.000, for reference.
- The fraction of synthesized area in multiplexers is 0.0382, for reference.
- The routed layout reports a DRC error count of 0.
- The total number of vias is 871, for reference.
- The highest attainable clock frequency is 201 MHz, for reference.
- The storage element area is 0 µm², for reference.
- The stage-log warning count is ~42, for reference.
- The via count of the first global-routing pass is 733, for reference.
- The synthesis report lists the most area-consuming cells as sky130_fd_sc_hd__ha_1, sky130_fd_sc_hd__nand2_1, sky130_fd_sc_hd__inv_1.
- The floorplan utilization is 0.240, for reference.
- In this run, the synthesized area fraction spent on AND-OR/OR-AND gates is recorded as 0.338.
- The final count of hold timing violations is 0, for reference.
- In this run, the synthesized area fraction spent on adder and majority cells is recorded as 0.214.
- The worst setup path endpoint is seg2[4], for reference.
- The worst setup path is launched from an input port.
- The vias per cell is ~4.5, for reference.
- The ratio of cells with drive above 1 in the final layout is 0.322, for reference.
- The most critical min-delay path falls under input port to primary output.
- The number of placed instances, taps included, is 190.
- Entering global routing, the biggest net connects 12 pins.
- In the setup report, the worst path falls into the class input port to primary output.
- The number of hold buffers added after CTS is 0, for reference.
- In the final layout, the multi-input gates occupy 759 µm².
- The final-layout worst hold slack is 2.99 ns, for reference.
- The share of total power dissipated in sequential elements is 0.
- The average size of a mapped cell is roughly 7.6 µm², for reference.
- The logic depth of the worst path, buffers included is 12, for reference.
- Across every metal layer, demand over resource in global routing totals 0.0573.
- Once detail routing completed, the nets flagged for antenna violations numbered 0.
- The report gives the cell count of the worst hold path as 5.
- The total cells reported by yosys after synthesis is around 110, for reference.
- At the worst endpoint, the arrival time is 3.96 ns.
- Together, buffers and inverters on the worst path number 3.
- According to the floorplan report, the die height is ~80 µm.
- Row generation in the floorplan step produced 21 rows.
- Per the power-grid run, VDD falls by no more than 42.6 µV.
- The placer congestion estimate is 0.810, for reference.
- The tally of filler cells in the layout is 346, for reference.
- The detailed placement HPWL is approximately 1.7 mm, for reference.
- The internal power of the cells is 0.0901 mW, for reference.
- The xor and xnor fraction of the mapped netlist area is 0, for reference.
- The power report attributes to the clock group a share of 0.
- 0 antenna diodes ended up in the layout.
- The script computed the net switching share of total power as 0.409.
- The power report puts the leakage power at 0.606 nW.
- After synthesis, the largest family of logic cells by area is AND-OR/OR-AND gates.
- The filler-free cell count of the finished design is approximately 200, for reference.
- The synthesis run shows the most used standard cells to be sky130_fd_sc_hd__ha_1, sky130_fd_sc_hd__nand2_1, sky130_fd_sc_hd__inv_1.
- The residual overflow from global routing is 0, for reference.
- In this run, distinct cell masters in the synthesized netlist total 43.
- In this run the horizontal extent of the chip is 80 µm.
- The total routed wirelength is 2.11 mm, for reference.
- The smallest clock period supported by the final layout is computed as 4.98 ns.
- The Yosys step of the flow raised 2 warnings.
- The critical path starts at test_sw[4].
- The placement report lists the number of port buffers as 21.
- The run finished with clean final reports.
- The iteration-0 DRC count of the detailed router is 30, for reference.
- The chip area line in the Yosys stat output reads roughly 820 µm².
- Clock buffers in the final layout number 0.
- The die covers 6400 µm².
- The design has 0 sequential cells.
- The required time at the worst endpoint is listed as 4.08 ns.
- The share of synthesized area occupied by flip-flops and latches is 0, for reference.
- The initial antenna violation count is 0.
- The wire length of the first global-routing pass is 3.21 mm, for reference.
- The slowest stage of the critical path belongs to the cell sky130_fd_sc_hd__clkdlybuf4s50_1.
- The highest cell delay on the worst timing path is around 0.4 ns, for reference.
- The synthesized netlist handed to floorplanning was reported with a cell count of 108.
- The count of TritonRoute iterations in the first routing pass is 4, for reference.
- The total setup violations reported at the end of the flow is 0, for reference.
- The fraction of the mapped netlist area in simple logic gates is 0.278, for reference.
- The number of primary I/O pins is 23, for reference.
- Post-route period utilization is reported as 0.976.
- The cell area that synthesis handed to floorplanning was around 820 µm².
- The flow measured a signed area growth from synthesis to layout of 55.4%.
- sky130_fd_sc_hd__ha_1 takes more of the synthesized area than any other cell.
-- cells in the final DEF (no fill, tap or decap), types with 2 or more instances in the layout --
master,count
sky130_fd_sc_hd__a32oi_2,3
sky130_fd_sc_hd__dlymetal6s2s_1,3
sky130_fd_sc_hd__nand3_1,3
sky130_fd_sc_hd__inv_2,2
sky130_fd_sc_hd__a21oi_1,7
sky130_fd_sc_hd__nand2b_1,5
sky130_fd_sc_hd__mux2i_1,2
sky130_fd_sc_hd__inv_1,10
sky130_fd_sc_hd__dlygate4sd2_1,3
sky130_fd_sc_hd__ha_1,13
sky130_fd_sc_hd__nand2_1,12
sky130_fd_sc_hd__o21ai_1,2
sky130_fd_sc_hd__buf_4,26
sky130_fd_sc_hd__nor2_1,6
sky130_fd_sc_hd__or2_2,2
sky130_fd_sc_hd__o21ai_0,3
sky130_fd_sc_hd__a21o_1,2
sky130_fd_sc_hd__conb_1,2
sky130_fd_sc_hd__clkdlybuf4s50_1,15
sky130_fd_sc_hd__and2_1,2
-- worst min path at each step --
| stage | start | end |
|---|---|---|
| after CTS | test_sw[4] | seg1[6] |
| after global routing | test_sw[4] | seg1[6] |
| final | test_sw[4] | seg1[6] |
-- logic make-up (layout without fill, tap and decap cells) --
kind of cell,after synthesis,after routing
other,1,2
and+or+nand+nor,39,39
buffers and inverters,19,59
AOI/OAI and AO/OA,32,32
adders and majority gates,14,14
muxes,3,3
-- stage by stage --
stage | cell area, µm² | total power [mW] | setup WS [ns] | TNS, ns | util
after floorplan | 822 | 0.0724 | 0.602 | 0 | -
after global placement | 1190 | 0.141 | -0.0971 | -0.526 | 0.348
after detailed placement | 1190 | 0.142 | -0.135 | -0.670 | 0.348
after CTS | 1220 | 0.147 | 0.105 | 0 | 0.356
after global routing | 1270 | 0.169 | -0.0216 | -0.0216 | 0.372
final | 1270 | 0.152 | 0.124 | 0 | 0.372
-- power by group through the flow --
stage | logic [mW] | clock network [mW] | registers [mW]
CTS | 0.147 | 0 | 0
global route | 0.169 | 0 | 0
finish | 0.152 | 0 | 0
-- layer usage --
layer,track usage,share of wire
met5,0,0
met4,0,0
met1,0.0746,0.47
met2,0.0987,0.48
met3,0.0136,0.043
-- worst min-delay path, cell delays in order --
cell	delay, ns
sky130_fd_sc_hd__dlygate4sd2_1	0.24
sky130_fd_sc_hd__buf_4	0.15
sky130_fd_sc_hd__a21oi_1	0.12
sky130_fd_sc_hd__nor2_1	0.04
sky130_fd_sc_hd__clkdlybuf4s50_1	0.40
-- final cells by class --
class / instances / area share
inverters: 12 / 0.0354
multi-input cells: 90 / 0.597
well taps: 46 / 0.0453
repair buffers: 47 / 0.322
-- repair_timing --
action | in CTS | in global routing
setup buffers | 2 | 3
pin swaps | 7 | 6
gates resized | 9 | 10
setup endpoints to repair | 10 | 9
No activity file was given, so power comes from the tool's default toggle rates.
