### design/flow/config.mk
export PLATFORM = sky130hd
export DESIGN_NAME = hw_5
export DESIGN_NICKNAME = hw_5
export VERILOG_FILES = /design/flow/design.v
export SDC_FILE = /design/flow/constraint.sdc
export NUM_CORES = 4
export LEC_CHECK = 1
export CORE_AREA = 10 10 80 80
export DIE_AREA = 0 0 90 90
### design/flow/constraint.sdc
current_design hw_5

set clk_period 8.7
set clk_io_pct 0.2

create_clock -name clk0 -period $clk_period

set non_clock_inputs [all_inputs -no_clocks]
set_input_delay [expr $clk_period * $clk_io_pct] -clock clk0 $non_clock_inputs
set_output_delay [expr $clk_period * $clk_io_pct] -clock clk0 [all_outputs]
### design/flow/design.v
module sev_seg_decoder( in, out );
	input[3:0] in;
	output reg[7:0] out;
	always@( in )
		begin
			case (in)
				 4'b0000 : out=7'b0111111;  
				 4'b0001 : out=7'b0000110;  
				 4'b0010 : out=7'b1011011;  
				 4'b0011 : out=7'b1001111;  
				 4'b0100 : out=7'b1100110;  
				 4'b0101 : out=7'b1101101;  
				 4'b0110 : out=7'b1111101;  
				 4'b0111 : out=7'b0000111;  
				 4'b1000 : out=7'b1111111;  
				 4'b1001 : out=7'b1101111;  
				 default : out=7'b1110001;  
		 endcase
		end
endmodule
module binary_to_bcd(binary,huns,tens,ones);
	input [7:0] binary;
	output reg [3:0] huns, tens, ones;
	reg [7:0] bcd_data=0;
	always @ (binary)
		begin
			bcd_data = binary;
			huns = bcd_data / 100;
			bcd_data = bcd_data % 100;
			tens = bcd_data / 10;
			ones = bcd_data % 10;
		end
endmodule
module comparator( in, comp_with, out );
    input[7:0] in, comp_with;
    output out;
    wire[3:0] lt0_input, lt1_input, lt2_input, lt3_input;
    wire[3:0] eq0_input, eq1_input, eq2_input, eq3_input;
    convert_to_lt_mux clt_0( {in[7], in[6] }, lt0_input );
    wire mux_l0_out;
    four_to_one_multiplexer mux_l0(
        mux_l0_out,
        lt0_input,
        comp_with[7:6]
    );
    convert_to_lt_mux clt_1( {in[5], in[4] }, lt1_input );
    wire mux_l1_out;
    four_to_one_multiplexer mux_l1(
        mux_l1_out,
        lt1_input,
        comp_with[5:4]
    );
    convert_to_lt_mux clt_2( {in[3], in[2] }, lt2_input );
    wire mux_l2_out;
    four_to_one_multiplexer mux_l2(
        mux_l2_out,
        lt2_input,
        comp_with[3:2]
    );
    convert_to_lt_mux clt_3( {in[1], in[0] }, lt3_input );
    wire mux_l3_out;
    four_to_one_multiplexer mux_l3(
        mux_l3_out,
        lt3_input,
        comp_with[1:0]
    );
    convert_to_eq_mux ceq_0( {in[7], in[6] }, eq0_input );
    wire mux_e0_out;
    four_to_one_multiplexer mux_e0(
        mux_e0_out,
        eq0_input,
        comp_with[7:6]
    ); 
    convert_to_eq_mux ceq_1( {in[5], in[4] }, eq1_input );
    wire mux_e1_out;
    four_to_one_multiplexer mux_e1(
        mux_e1_out,
        eq1_input,
        comp_with[5:4]
    ); 
    convert_to_eq_mux ceq_2( {in[3], in[2] }, eq2_input );
    wire mux_e2_out;
    four_to_one_multiplexer mux_e2(
        mux_e2_out,
        eq2_input,
        comp_with[3:2]
    ); 
    convert_to_eq_mux ceq_3( {in[1], in[0] }, eq3_input );
    wire mux_e3_out;
    four_to_one_multiplexer mux_e3(
        mux_e3_out,
        eq3_input,
        comp_with[1:0]
    ); 
    assign out =  ( mux_e0_out & mux_e1_out & mux_e2_out & mux_e3_out ) |  
                  ( mux_l0_out ) |  
                  ( mux_e0_out & mux_l1_out ) |  
                  ( mux_e0_out & mux_e1_out & mux_l2_out ) |  
                  ( mux_e0_out & mux_e1_out & mux_e2_out & mux_l3_out );  
endmodule
module convert_to_eq_mux( in, out );
    input[1:0] in;
    output[3:0] out;
    assign out = { (in[1]&in[0]), (in[1]&~in[0]), (~in[1]&in[0]), ~(in[1]|in[0]) };
endmodule
module convert_to_lt_mux( in, out );
    input[1:0] in;
    output[3:0] out;
    assign out = { (~in[1]&~in[0])|(~in[1]&in[0])|(in[1]&~in[0]), ((~in[1]&~in[0]) | (~in[1]&in[0])), ~(in[1]|in[0]), 1'b0 };
endmodule
module four_to_one_multiplexer(y,x,s);
    input [1:0] s;
    input [3:0] x;
    output y;
    assign y = (x[0] & ~s[1] & ~s[0]) | (x[1] & ~s[1] & s[0]) | (x[2] & s[1] & ~s[0]) | (x[3] & s[1] & s[0]);
endmodule
module hw_5( adc_in, sev_seg_out, sev_seg_huns, sev_seg_tens, sev_seg_ones, debug_sw );
	  input[7:0] adc_in;
	  output[7:0] sev_seg_out;  
	  wire[9:0] comp_output;
	  input debug_sw;  
	  output[7:0] sev_seg_huns, sev_seg_tens, sev_seg_ones;  
	  wire[3:0] adc_huns, adc_tens, adc_ones;
	  comparator comp0( adc_in, 8'b00011000, comp_output[0] );  
	  comparator comp1( adc_in, 8'b00110001, comp_output[1] );  
	  comparator comp2( adc_in, 8'b01001010, comp_output[2] );  
	  comparator comp3( adc_in, 8'b01100011, comp_output[3] );  
	  comparator comp4( adc_in, 8'b01111100, comp_output[4] );  
	  comparator comp5( adc_in, 8'b10010101, comp_output[5] );  
	  comparator comp6( adc_in, 8'b10101110, comp_output[6] );  
	  comparator comp7( adc_in, 8'b11000111, comp_output[7] );  
	  comparator comp8( adc_in, 8'b11100000, comp_output[8] );  
	  comparator comp9( adc_in, 8'b11111111, comp_output[9] );  
	  sev_seg_decoder sev_seg( comp_output, sev_seg_out );
	  binary_to_bcd binary_convert( adc_in, adc_huns, adc_tens, adc_ones );
	  sev_seg_decoder_4bit sev_seg_disp_huns( adc_huns & {4{ debug_sw }}, sev_seg_huns );
	  sev_seg_decoder_4bit sev_seg_disp_tens( adc_tens & {4{ debug_sw }}, sev_seg_tens );
	  sev_seg_decoder_4bit sev_seg_disp_ones( adc_ones & {4{ debug_sw }}, sev_seg_ones );
endmodule
module sev_seg_decoder_4bit(in, out );
	input[3:0] in;
	output reg[7:0] out;
	always@( in )
		begin
			case (in)
				 4'b0000 : out=8'b11000000;  
				 4'b0001 : out=8'b11111001;  
				 4'b0010 : out=8'b10100100;  
				 4'b0011 : out=8'b10110000;  
				 4'b0100 : out=8'b10011001;  
				 4'b0101 : out=8'b10010010;  
				 4'b0110 : out=8'b10000010;  
				 4'b0111 : out=8'b11111000;  
				 4'b1000 : out=8'b10000000;  
				 4'b1001 : out=8'b10010000;  
				 default : out=8'b10001100;  
		 endcase
		end
endmodule
### design/flow/run.sh
#!/bin/bash
# OpenROAD 26Q1-2900-gdf79404cd8, Yosys 0.63+post, stock flow scripts
make -C /OpenROAD-flow-scripts/flow DESIGN_CONFIG=/design/flow/config.mk WORK_HOME=/design/flow/orfs finish
==> results_dict.tcl <==
# collected from the flow reports
set metrics [dict create \
    synth.cell_area_sq_um 2267 \
    drive_gt1_share_pct 44.76 \
    antenna_found_initial 0 \
    finalMaxSlewViolations 0 \
    pwr_density_cell_nw_per_um2 146.5 \
    core-area_sq_um 4723 \
    period_needed_ns 8.559 \
    cp_num_cells 28 \
    num_antenna_cells 0 \
    cpMostUsedCell "buf_4" \
    irDropWorstVdd_mv 0.1068 \
    crit_family "simple AND/OR/NAND/NOR gates" \
    grt_pass1_vias 3094 \
    setup_viol 0 \
    drc 0 \
    cp.arrival_ns 6.82 \
    hold_violations 0 \
    portBuffers 36 \
    synth.avg_cell_area_sq_um 6.829 \
    logic_family "AND-OR/OR-AND gates" \
    fillers 224 \
    ys_area_sq_um 2267 \
    gr-total-overflow 0 \
    worst_pin_slew_ns 0.8231 \
    cp.required_ns 6.96 \
    pin_count 41 \
    ys_sh_adder_pct 7.726 \
    grt_pass1_wl_mm 14.91 \
    flops 0 \
    detail_route.vias_per_cell 6.195 \
    final_antenna_net_count 0 \
    lay_top_cells "134 x buf_4, 26 x nor2_1, 25 x nand2_1" \
    wirelength_mm 9.857 \
    final_layout_top_logic_cell "buf_4" \
    vias 3432 \
    status "finished clean" \
    relSlewSlack_pct 44.95 \
    warnings 42 \
    fp_util_pct 48.00 \
    synthDistinctLibCells 78 \
    gp_congestion 0.9953 \
    worstHoldPathType "in2out" \
    ys_sh_simple_pct 29.97 \
    cp_slowest_cell "clkdlybuf4s50_1" \
    period_used_pct 98.38 \
    crit_buf_inv 8 \
    die_h_microns 90 \
    yosys.area_share.xor_xnor_pct 2.318 \
    start_kind "input pin" \
    final_cells 554 \
    crit_path_end_kind "output port" \
    fin_area_sq_um 4070 \
    clkbuf_count 0 \
    drv_cap 0 \
    seq_area_sq_um 0 \
    ys_seq_share_pct 0 \
    core.rowCount 25 \
    synthCells 332 \
    critPathKind "in2out" \
    place_area_sq_um 3527 \
    grt_usage_pct 20.64 \
    ys_cells 332 \
    synthMuxAreaShare_pct 3.974 \
    p_leak_nw 1.851 \
    area_growth_pct 79.53 \
    first_pass_iters 5 \
    yosys_warnings 4 \
    wl_per_cell_microns 17.79 \
    ys_sh_aoi_pct 47.68 \
    hold_depth 5 \
    grt_max_degree 24 \
    drtIter0Drc 231 \
    max_stage_delay_ns 0.41 \
    fp.dieW_microns 90 \
    clock.fmax_mhz 116.8 \
    dp_hpwl_mm 6.504 \
    place_inst 532 \
    chip_area_sq_um 8100 \
    crit_fanout 6 \
]
layer usage:
layer	routed length, microns	up-vias	GRT usage (%)
met4	133	0	1.989
met1	4609	1648	29.74
met5	0	-	0
met2	4306	164	33.23
li1	-	1605	-
met3	808	15	2.431
power breakdown:
group          switching [mW]  total (mW)  internal, mW  leakage [nW]
Sequential                  0           0             0             0
Clock                       0           0             0             0
Combinational           0.279       0.596         0.317          1.85
Total                   0.279       0.596         0.317          1.85
cells in the mapped netlist, types with 6 or more instances:
library cell  instances  area share (%)
nor2_1               29             4.8
nand2_1              26             4.3
ha_1                 14             7.7
o21ai_0              20             4.4
buf_4                 6             2.0
o211ai_1              6             2.0
inv_1                12             2.0
nor3_1               17             3.8
a21o_1                9             3.0
nand3_1              10             2.2
a211oi_1              7             2.3
a31oi_1               8             2.2
and3_1                6             1.7
o31ai_1               7             2.3
clkbuf_1             10             1.7
nor4_1                6             1.7
a21oi_1              19             4.2
stage by stage:
step           utilization (%)  TNS [ns]  power (mW)  setup slack (ns)  hold slack, ns
6_report                 86.17         0      0.5963            0.1413           4.084
3_3_place_gp             74.68    -1.936      0.4783           -0.3718           4.670
5_1_grt                  86.17   -0.3605      0.6424          -0.09052           4.140
4_1_cts                  80.42         0      0.5299           0.02022           4.547
3_5_place_dp             74.68    -3.022      0.4823           -0.4707           4.675
2_1_floorplan                -         0      0.2566          0.006323           3.628
path summary, 6_finish.rpt:
path	from	end	slack, ns
setup / recovery	adc_in[3]	sev_seg_tens[0]	0.14
hold / removal	adc_in[1]	sev_seg_ones[5]	4.08
tightest hold or removal path, delay by kind of cell:
kind	cells	cell delay (ns)
compound gates	2	0.16
buf+inv	3	0.45
final cells by class:
type                       count  area [sq um]  share of cell area [%]
inverter                      13         48.80                   1.199
tap                           67         83.83                   2.060
timing repair buffer         176          1460                   35.87
multi-input combinational    298          2477                   60.87
kinds of logic after synthesis:
family / count (synthesis)
compound gates: 140
simple gates: 125
buf+inv: 37
fa+ha+maj: 14
mux: 8
xor+xnor: 6
other cells: 2
timing repair:
action | CTS | global route
hold buffers | 0 | 0
pin swaps | 26 | 30
setup buffers | 10 | 12
endpoints found under the setup margin | 12 | 11
cloned | 0 | 0
gates resized | 42 | 50
Power is estimated from default activity; no workload was simulated.
